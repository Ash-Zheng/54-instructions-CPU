==> flow/design.v <==
`timescale 1ns / 1ps
module TempPC(
    input clk,
    input reset,
    input ctr,
    input [31:0] pc,
    output reg [31:0] z
    );
    always@(posedge clk or posedge reset)begin
        if(reset==1)z<=32'h00400000;
        else begin
            if(ctr==1)z<=pc;
        end
    end
endmodule
==> flow/constraint.sdc <==
current_design TempPC

set clk_period 1.0
set clk_io_pct 0.2

create_clock -name clk0 -period $clk_period [get_ports {clk}]

set non_clock_inputs [all_inputs -no_clocks]
set_input_delay [expr $clk_period * $clk_io_pct] -clock clk0 $non_clock_inputs
set_output_delay [expr $clk_period * $clk_io_pct] -clock clk0 [all_outputs]
==> flow/run.sh <==
#!/bin/bash
# OpenROAD 26Q1-2900-gdf79404cd8, Yosys 0.63+post, stock flow scripts
make -C /OpenROAD-flow-scripts/flow DESIGN_CONFIG=/design/flow/config.mk WORK_HOME=/design/flow/orfs finish
==> flow/config.mk <==
export PLATFORM = sky130hd
export DESIGN_NAME = TempPC
export DESIGN_NICKNAME = TempPC
export VERILOG_FILES = /design/flow/design.v
export SDC_FILE = /design/flow/constraint.sdc
export NUM_CORES = 4
export LEC_CHECK = 1
export CORE_UTILIZATION = 30
==> results_dict.tcl <==
# implementation run metrics
set metrics [dict create \
    drv_cap 0 \
    hpwl_mm 1.76 \
    synth.distinct_cells 7 \
    core_area_sq_um 4350 \
    yosysCellCount 69 \
    worstPathMaxFanout 2 \
    synthArstFlopShare_pct 100 \
    required_ps 800 \
    syn_to_final_growth_pct 53.1 \
    comb_area_sq_um 473 \
    ir_drop_uv 634 \
    synth_top_cell_by_area "dfrtp_1" \
    fin_util_pct 47.5 \
    die_x_microns 69.1 \
    drt_first_pass_iters 2 \
    setup_viol 1 \
    holdWs_ps 276 \
    violations "setup timing" \
    fin_crit_sh_pct 107 \
    r2r_cells 2 \
    r2r_slack_ps 120 \
    yosys_warnings 1 \
    top_area_share_pct 57.5 \
    cp.arrival_ps 870 \
    final_antenna_net_count 0 \
    routed_via_density 4.23 \
    flop_area_sq_um 802 \
    synthTopCellsByCount "dfrtp_1 (31), mux2_4 (30), buf_12 (3), mux2_2 (2)" \
    leakage_uw 0.00102 \
    reg2reg_to "z[5]" \
    grt_max_degree 19 \
    max_freq_mhz 932 \
    gp_congestion 0.713 \
    ys_ff 32 \
    antenna_found_initial 0 \
    post_drt_wl_per_cell_microns 12.3 \
    startpoint_type "flip-flop" \
    path_class "flip-flop to output port" \
    top_regs "z (32)" \
    finalNonFillerCells 205 \
    drc_errors 0 \
    largest_reg_flops 32 \
    drt_iter0_drc 21 \
    max_flop_register "z" \
    numClockSinks 32 \
    cp_top_family "flip-flops" \
    synth_area_sq_um 1350 \
    grt_pass1_wl_mm 4.28 \
    n_antenna_cell 0 \
    critPathMaxStageDelay_ps 520 \
    grt_overflow 0 \
    finalInstanceArea_sq_um 2070 \
    clk_pin_slew_ps 60 \
    synthMostInstantiatedCell "dfrtp_1" \
    hold_violations 0 \
    fp-utilization_pct 31.0 \
    flop_cell "dfrtp_1" \
    r2r_start "z[5]" \
    run_status "finished, violations left" \
    power_uw 2980 \
    place_inst 190 \
    wl_mm 2.52 \
    cts_tree "done" \
    synth-edff-count 0 \
    ys_chip_area_sq_um 1350 \
    slew_headroom_pct 88.3 \
    avgSynthCellArea_sq_um 19.6 \
    synth_cells 69 \
    vias 867 \
    crit_buf_inv 1 \
    cts-root-buf "clkbuf_8" \
    ios 67 \
    worst_clock_skew_ps 0 \
    tool_warnings 27 \
    insertion_delay_ps 270 \
    cts_hold_buf 0 \
    timing.final.max_slew_violations 0 \
    powerDensity_nw_per_um2 1440 \
    setup_slack_ps -73.3 \
    track_usage_pct 11.3 \
    topCellsByArea "dfrtp_1 (57%), mux2_4 (33%), buf_12 (4.4%), dfstp_2 (1.9%), mux2_2 (1.7%)" \
    clk_path_buf_depth 2 \
    die-area_sq_um 4770 \
    crit_path_end_kind "output port" \
    rsz0062_at_grt "true" \
    period_needed_ps 1070 \
    placed_area_sq_um 2090 \
    worstMarginPinSlew_ps 176 \
    grt_pass1_vias 907 \
    fill_cells 381 \
    min_path_type "input port to async pin" \
    slowest_stage "dfstp_2" \
    cp_cell_sequence "buf_2" \
    io_buffers 66 \
    drive_above_1_share_pct 56.9 \
    num_rows 24 \
    htreeDepth 2 \
    die_h_microns 69.1 \
    ys_seq_share_pct 59.4 \
    cts_buffers 5 \
]
per-stage QoR:
step           setup slack [ps]  setup TNS, ps
2_1_floorplan               111              0
3_3_place_gp               -153           -248
3_5_place_dp               -158           -223
4_1_cts                   -91.7          -91.7
5_1_grt                    -111           -249
6_report                  -73.3          -73.3
worst max path at each step:
| stage | startpoint | endpoint | slack (ps) | cells after the start |
|---|---|---|---|---|
| after global routing | z[22] | z[22] | -110 | 1 |
| after CTS | z[22] | z[22] | -90 | 1 |
| final | z[22] | z[22] | -70 | 1 |
report_power, final:
part,total [uW],switching [uW],internal (uW)
Clock,894,422,472
Sequential,1490,63.6,1430
Combinational,596,141,456
Total,2980,627,2360
timing repair:
item | in CTS | in global routing
buffers inserted | 7 | 2
gates resized | 96 | 0
endpoints found under the hold margin | 0 | 0
setup endpoints to repair | 32 | 18
pin swaps | 0 | 0
layout make-up:
cell class,instances,share of cell area (%)
Sequential cell,32,38.8
Timing Repair Buffer,81,31.2
Multi-Input combinational cell,32,22.9
Clock buffer,6,3.51
Tap cell,52,3.15
Clock inverter,1,0.242
Inverter,1,0.182
layer usage:
metal / routed length [microns] / track usage (%)
met1: 1150 / 17.6
met2: 1100 / 16.0
met3: 223 / 4.15
met4: 41 / 1.59
met5: 0 / 0
cell families (layout without fill, tap and decap cells):
group	count (synthesis)	count (layout)	share of synthesized area [%]
flops	32	32	59.4
buf+inv	5	89	5.56
mux	32	32	35.0
layout by cell type (no fill, tap or decap):
| cell | Yosys | layout |
|---|---|---|
| buf_2 | 0 | 33 |
| clkdlybuf4s50_1 | 0 | 33 |
| dfrtp_1 | 31 | 31 |
| mux2_4 | 30 | 30 |
| buf_4 | 0 | 12 |
| clkbuf_8 | 0 | 5 |
| buf_12 | 3 | 3 |
| mux2_2 | 2 | 2 |
| inv_1 | 1 | 1 |
| clkbuf_1 | 0 | 1 |
| clkinv_2 | 0 | 1 |
| dfstp_2 | 1 | 1 |
