File: design.v
`timescale 1ns / 1ps
module dmem(
    input [7:0] addr,
    input [31:0] wdata,
    input clk,
    input [1:0] DM_W,
    output [31:0] rdata
    );
    reg [7:0] ram [255:0];
    reg [31:0] temp;
    always @(negedge clk)
    begin
        if(DM_W==2'b01) 
        begin
            ram[addr]<=wdata[7:0];
            ram[addr+1]<=wdata[15:8];
            ram[addr+2]<=wdata[23:16];
            ram[addr+3]<=wdata[31:24];
            temp<=wdata;
        end
        else if(DM_W==2'b10) 
        begin
            ram[addr]<=wdata[7:0];
            ram[addr+1]<=wdata[15:8];
            temp<=wdata;    
        end
        else if(DM_W==2'b11) 
        begin
            ram[addr]<=wdata[7:0];
            temp<=wdata;
        end
        else begin
            temp<={ram[addr+3],ram[addr+2],ram[addr+1],ram[addr]};
        end
    end
    assign rdata=temp;
endmodule
File: config.mk
export PLATFORM = sky130hd
export DESIGN_NAME = dmem
export DESIGN_NICKNAME = dmem
export VERILOG_FILES = /design/flow/design.v
export SDC_FILE = /design/flow/constraint.sdc
export NUM_CORES = 4
export LEC_CHECK = 1
export CORE_UTILIZATION = 40
File: run.sh
#!/bin/bash
# OpenROAD 26Q1-2900-gdf79404cd8, Yosys 0.63+post, stock flow scripts
make -C /OpenROAD-flow-scripts/flow DESIGN_CONFIG=/design/flow/config.mk WORK_HOME=/design/flow/orfs finish
File: constraint.sdc
current_design dmem

set clk_period 55.5
set clk_io_pct 0.2

create_clock -name clk0 -period $clk_period [get_ports {clk}]

set non_clock_inputs [all_inputs -no_clocks]
set_input_delay [expr $clk_period * $clk_io_pct] -clock clk0 $non_clock_inputs
set_output_delay [expr $clk_period * $clk_io_pct] -clock clk0 [all_outputs]
==> commit_impl_results.txt <==
Record implementation results from latest flow run

- Die Outline Area: slightly above 500000 um2
- The worst register-to-register path ends at temp[31].
- The initial antenna violation count was between 200 and 250.
- Total negative slack for setup checks: 0 ps
* Leading post-synthesis cells by cell area: sky130_fd_sc_hd__edfxtp_1 (30%), sky130_fd_sc_hd__mux4_2 (27%), sky130_fd_sc_hd__mux2_2 (11%), sky130_fd_sc_hd__mux2i_1 (11%), sky130_fd_sc_hd__nand2_1 (3.8%)
- Count of yosys warnings during synthesis: 1
- Clock tree synthesis found a total of ~2100 sinks.
- Maximum fanout along the worst path: around 90
- Worst slew pin tran: 1650 ps
- Setup crit end kind: flop
- The floorplan report gives the top-level pin count as roughly 75.
* Final Wtd Congestion: roughly 1.1
- The critical path goes through buf_8 -> inv_1 -> ha_4 -> buf_4 -> buf_4 -> buf_4 -> buf_12 -> mux4_2 -> mux4_2 -> nor3b_1 -> a211o_1 -> nor4bb_1 -> buf_4 -> o22ai_1.
- Gate Count Post-Synth: 17900
- I/O Buffers: roughly 74
* Final worst clock skew: roughly 72 ps
- Looking at the VDD voltage map, the peak drop is ~0.030 mV.
* Overall die width: between 700 and 800 um
- No sink is reached through more buffers than the 4 on the longest clock path.
- Total Routing Usage GR: 0.530
- Worst path slowest cell: sky130_fd_sc_hd__ha_4
- Worst R2R Start: ram[199][7]
* Logic depth of the worst register-to-register path: 7
* Final Routed Wirelength: 1310000 um
- Final Hold Fails: 0
- Hold-fix buffers at CTS: 0
* Synth-to-Final Area Change: 13.5%
- The skew report gives the latency at the later pin of the worst-skew pair as roughly 1000 ps.
- The via count of the first global-routing pass is 184000.
- Average wire per standard cell: just under 50 um
* Maximum number of pins on one net before global-route repair: ~110
- Of the post-synthesis cell area, the dominant cell type holds 0.299.
* Worst Hold Slack: roughly 1200 ps
- Number of distinct library cells after synthesis: roughly 100
* Internal reg-to-reg setup slack: between 50000 and 60000 ps
- Area leader, netlist: sky130_fd_sc_hd__edfxtp_1
- After floorplanning, the core was sized to cover slightly above 500000 um2.
* Unrepaired setup endpoints after global routing: no
* Total of cells resized after clock tree synthesis: 0
- According to the floorplan report, the die height is between 700 and 800 um.
- After the first detailed-routing iteration, the DRC count stood at approximately 22000.
- The commonest register cell is sky130_fd_sc_hd__edfxtp_1.
* Number of maximum-capacitance constraint violations: 1
- The final timing report lists a max-slew violation count of 2.
* CP arrival: 18160 ps
- The share of the core area taken by cells at floorplan is 0.403.
* Worst hold path cell count: 6
- Number of optimization iterations in the first detailed-route pass: 11
- The worst setup path is of the primary input to flop kind.
- Cell repeated most along the worst path: sky130_fd_sc_hd__buf_4
- Maximum level of the CTS H-tree: 5
- Proportion of layout cells with a drive suffix above 1: 0.334
- The floorplan has around 260 rows.
* # Cells Yosys: roughly 18000
- Capture endpoint of the worst hold path: temp[8]
* Via Count: 191000
* Max-Slew Margin vs Limit: -0.103
* Result of the run: finished with violations
* Post-Synthesis Mean Instance Area: between 10 and 15 um2
* Max stage delay on crit path: a little over 800 ps
* List of most frequent post-synthesis cells: sky130_fd_sc_hd__mux4_2 (2432), sky130_fd_sc_hd__mux2i_1 (2161), sky130_fd_sc_hd__nand2_1 (2066)
- Sequential element share of the synthesized area: 0.302
- Final setup violation count: 0
* DRT antenna net count: 0
* Synth Cell Area: between 200000 and 250000 um2
- Wire length of the first global-routing pass: ~1700000 um
- The number of warnings reported in the stage logs is 1070.
- Once synthesis finished, the tally of register bits stood at between 2000 and 2500.
- Using the TritonRoute via totals, the vias-per-cell ratio works out to between 7 and 8.
- Yosys Chip Area: approximately 210000 um2
- TritonCTS created between 200 and 300 clock buffers.
- Overall overflow remaining after global route: 0
- Total power per unit cell area: around 25 nW/um2
- In this run the post-CTS setup repair buffer count came out at 0.
- TritonCTS built the clock tree.
- Most repeated cell in the gate-level netlist after synthesis: sky130_fd_sc_hd__mux4_2
- Required time of the critical path: 28580 ps
- Once layout is complete, the utilization of the core stands at 0.457.
- Leakage power summed over all cells: 80.3 nW
- Number of design rule violations left after detail routing: 0
- Fraction of registers with async set or reset after synthesis: 0
- The final reports fail on max-capacitance violations, max-slew violations.
* Number of enable-type register cells in the synthesized netlist: roughly 2000
- STA lists the startpoint of the worst hold path as ram[77][0].
* Detailed placement HPWL: approximately 900000 um
* Buffer cell driving the clock tree root: sky130_fd_sc_hd__clkbuf_16
- CP startpoint kind: primary input
- Clock transition at the registers of the reported paths: ~30 ps
- The worst hold path belongs to the class flop to flop.
## state kept, by name, summed over array words and instances (netlist names)
name,cells
temp,32
ram,2048
## routing by layer
metal	track usage	routed length, um	up-vias
met5	0.180	9590	-
met4	0.399	118000	265
met3	0.444	260000	4658
met2	0.647	518000	18600
met1	0.578	407000	94700
li1	-	-	73200
## power by group
group          internal [mW]  switching (mW)
logic                  0.451           0.915
clock network           1.37            1.30
registers               1.76          0.0392
total                   3.58            2.25
## cell type report
| type | count | area, um2 |
|---|---|---|
| clock inverters | 2291 | 10100 |
| repair buffers | 1237 | 10100 |
| multi-input cells | 13400 | 134000 |
| flip-flops and latches | 2080 | 62100 |
| well taps | 6732 | 8420 |
| fillers | 45500 | 277000 |
| inverters | 8 | 32.5 |
| diodes | 417 | 1040 |
| clock buffers | 298 | 7460 |
## cells in the final DEF (no fill, tap or decap), types with 36 or more instances in the layout
cell and n:
sky130_fd_sc_hd__a221oi_1 48, sky130_fd_sc_hd__a21o_1 130, sky130_fd_sc_hd__mux4_2 2432, sky130_fd_sc_hd__a211oi_2 49, sky130_fd_sc_hd__inv_1 2137, sky130_fd_sc_hd__or3_1 56
sky130_fd_sc_hd__diode_2 417, sky130_fd_sc_hd__nor2_2 51, sky130_fd_sc_hd__nor2_1 894, sky130_fd_sc_hd__bufinv_16 41, sky130_fd_sc_hd__edfxtp_1 2048, sky130_fd_sc_hd__clkinvlp_2 62
sky130_fd_sc_hd__nand2_1 2058, sky130_fd_sc_hd__a2111o_1 54, sky130_fd_sc_hd__nor2_4 40, sky130_fd_sc_hd__a22oi_1 87, sky130_fd_sc_hd__a22o_1 38, sky130_fd_sc_hd__a211oi_1 151
sky130_fd_sc_hd__mux2i_1 2160, sky130_fd_sc_hd__nor3_2 96, sky130_fd_sc_hd__clkbuf_16 298, sky130_fd_sc_hd__and3_1 50, sky130_fd_sc_hd__nand3_1 289, sky130_fd_sc_hd__nand2_2 53
sky130_fd_sc_hd__buf_4 1125, sky130_fd_sc_hd__o21ai_1 226, sky130_fd_sc_hd__o21ai_0 1148, sky130_fd_sc_hd__nor3_1 226, sky130_fd_sc_hd__clkdlybuf4s50_1 36, sky130_fd_sc_hd__mux2_2 1925
sky130_fd_sc_hd__a21oi_1 705, sky130_fd_sc_hd__nand4_1 37
## metrics by stage
stage | total power [mW] | worst slack, ps | instance area [um2] | instances
2_1_floorplan | 2.71 | 12180 | 206000 | 17900
3_3_place_gp | 3.31 | 9330 | 215000 | 23500
3_5_place_dp | 3.31 | 9610 | 215000 | 23500
4_1_cts | 5.77 | 10560 | 232000 | 26000
5_1_grt | 6.00 | 10170 | 233000 | 26200
6_report | 5.84 | 10420 | 233000 | 26500
## worst max-delay path: cells and delay by family
kind / cells / cell delay, ps
AND/OR/NAND/NOR: 2 / 940
buffers and inverters: 7 / 3300
AND-OR/OR-AND: 2 / 520
adder cells (fa/ha/maj): 1 / 810
multiplexers: 2 / 1130
## kinds of logic after synthesis
group	Yosys count	share of synthesized area
simple gates	4014	0.0850
mux	6519	0.477
flops	2080	0.302
xor+xnor	15	0.000931
buf+inv	2380	0.0524
fa+ha+maj	13	0.000791
compound gates	2842	0.0817
## worst max-delay path by stage
stage / slack, ps / startpoint / endpoint
4_1_cts: 10560 / addr[1] / temp[14]
6_report: 10420 / addr[1] / temp[14]
5_1_grt: 10170 / addr[0] / temp[22]
Power is estimated from default activity; no workload was simulated.
